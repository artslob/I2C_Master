$ cat /design/flow/config.mk
export PLATFORM = sky130hd
export DESIGN_NAME = Lab2
export DESIGN_NICKNAME = Lab2
export VERILOG_FILES = /design/flow/design.v
export SDC_FILE = /design/flow/constraint.sdc
export NUM_CORES = 4
export LEC_CHECK = 1
export CORE_UTILIZATION = 50
$ cat /design/flow/constraint.sdc
current_design Lab2

set clk_period 2.6
set clk_io_pct 0.2

create_clock -name clk0 -period $clk_period [get_ports {clk}]

set non_clock_inputs [all_inputs -no_clocks]
set_input_delay [expr $clk_period * $clk_io_pct] -clock clk0 $non_clock_inputs
set_output_delay [expr $clk_period * $clk_io_pct] -clock clk0 [all_outputs]
$ cat /design/flow/design.v
`timescale 1ns / 1ps
module I2C(
	input clk,
	input reset,
	input [1:0] sw,
	output reg [15:0] out,
	output reg [7:0] id,
	output wire scl,
	inout wire sda
	);
	localparam STATE_IDLE = 0;
	localparam STATE_START = 1;
	localparam STATE_ADDR = 2;
	localparam STATE_RW = 3;
	localparam STATE_WACK1 = 4;
	localparam STATE_WACK2 = 5;
	localparam STATE_DATA = 6;
	localparam STATE_STOP = 7;
	localparam STATE_GACK1 = 8;
	localparam STATE_GACK2 = 9;
	localparam STATE_SUB_ADDR = 10;
	localparam STATE_START2 = 11;
	reg [7:0] state;
	reg [6:0] addr;
	reg [7:0] sub_addr;
	reg [7:0] count;
	reg [7:0] delay;
	reg [7:0] data_count;
	reg rw;
	reg id_readed;
	reg scl_enable = 0;
	reg scl_value = 0;
	reg scl_count = 0;
	reg sda_enable = 0;
	reg sda_value = 0;
	reg [1:0] sda_count = 0;
	assign scl = (scl_enable) ? scl_value : 1'b1;
	assign sda = (sda_enable) ? sda_value : 1'bz;
	always@(posedge clk) begin
		if (reset == 1) begin
			scl_enable <= 0;
		end 
		else begin
			if (state == STATE_IDLE || state == STATE_START || state == STATE_STOP) begin
				scl_enable <= 0;
			end else begin
				scl_enable <= 1;
			end
		end
	end
	always@(posedge clk) begin
		scl_count <= scl_count + 1;
		sda_count <= sda_count + 1;
		if (scl_count == 0) begin
			scl_value <= ~scl_value;
		end
	end
	always@(posedge clk) begin
		if (reset == 1) begin
			state <= STATE_IDLE;
			out <= 16'h0000;
			addr <= 7'b100_1011; 
			sub_addr <= 8'h00;
			delay <= 8'd0;
			count <= 8'd0;
			sda_enable <= 1;
			sda_value <= 1;
			data_count <= 8'd0;
			rw <= 1'b0;
			id <= 8'h00;
			id_readed <= 1'b0;
		end
		else begin
			if (sda_count == 0) begin
				case(state)
					STATE_GACK1: begin  
						if (sda == 0) begin
							if (rw == 1'b0) state <= STATE_SUB_ADDR;  
							else state <= STATE_DATA;
							count <= 7;
						end
						else begin
							state <= STATE_IDLE;
						end
					end
					STATE_GACK2: begin  
						if (delay == 0)begin
							if (sda == 0) begin
								state <= STATE_START2;  
								delay <= 1;
							end
							else state <= STATE_IDLE;
						end
					end
					STATE_DATA: begin  
						sda_enable <= 0;
						if (count != 8) begin
							if (id_readed == 0) begin
								id[count] <= sda;
							end else begin
								out[data_count * 8 + count] <= sda;
							end
						end
						count <= count - 1;
					end
				endcase
			end
			if (sda_count == 2) begin
				case(state)
					STATE_RW: begin  
						if (delay == 0) begin
							state <= STATE_GACK1;  
							sda_enable <= 0;
						end
					end
					STATE_GACK2: begin  
						sda_enable <= 0;
					end
					STATE_DATA: begin  
						if (count == 255) begin
							data_count <= data_count - 1;
							if(data_count == 0) begin
								state <= STATE_WACK2;  
								sda_enable <= 0;
								delay <= 1;
							end else begin
								sda_enable <= 1;
								sda_value <= 0;
								state <= STATE_WACK1;
							end
						end
					end
					STATE_WACK1: begin  
						state <= STATE_DATA;
						count <= 7;
						sda_enable <= 0;
					end
				endcase
			end
			if (sda_count == 3) begin
				case(state)
					STATE_IDLE: begin  
						sda_enable <= 1;
						sda_value <= 1;
						state <= STATE_START;
					end
					STATE_START: begin  
						sda_value <= 0;
						state <= STATE_ADDR;
						count <= 6;
						if (id_readed == 0) begin
							data_count <= 0;
							sub_addr <= 8'h0B; 
						end else begin
							data_count <= 1;
							sub_addr <= 8'h00;
						end
					end
					STATE_ADDR: begin  
						sda_value <= addr[count];				
						count <= count - 1;
						if (count == 0) begin
							delay <= 1;
							state <= STATE_RW;
						end
					end
					STATE_RW: begin  
						sda_value <= rw;
						delay <= delay - 1;
					end
					STATE_GACK1: begin  
						sda_enable <= 0;
					end
					STATE_SUB_ADDR: begin  
						sda_enable <= 1;
						sda_value <= sub_addr[count];
						if (count == 0) begin
							state <= STATE_GACK2;  
							delay <= 1;
						end
						count <= count - 1;
					end
					STATE_GACK2: begin  
						delay <= delay - 1;
						sda_enable <= 0;
					end
					STATE_START2: begin  
						sda_enable <= 1;
						sda_value <= 1;
					end
					STATE_WACK1: begin  
						sda_enable <= 1;
						sda_value <= 0;
					end
					STATE_WACK2: begin  
						sda_enable <= 0;
						delay <= delay - 1;
						if (delay == 0) begin
							state <= STATE_STOP;
							sda_enable <= 1;
							sda_value <= 0;
							delay <= 10000;
						end
					end
					STATE_STOP: begin  
						sda_value <= 1;
						rw <= 0;
						delay <= delay - 1;
						if (delay == 0) begin
							state <= STATE_IDLE;
						end
						if (id_readed == 0) begin
							id_readed <= 1'b1;
						end
					end
				endcase
			end
			if (sda_count == 1) begin
				case(state)
					STATE_START2: begin  
						delay <= delay - 1;
						if (delay == 0) begin
							sda_value <= 0;
							state <= STATE_ADDR;
							rw <= 1;
							count <= 6;
						end
					end
				endcase
			end
		end
	end
endmodule
`timescale 1ns / 1ps
module Lab2(
	input clk,
	input reset,
	input [1:0] sw,
	output reg [15:0] leds,
	inout wire sda,
	output wire scl
   );
	wire [15:0] out;
	wire [7:0] id;
	wire i2c_clk;
	reg [31:0] counter = 0;
	clk_divider div(
		.reset(reset),
		.clk(clk),
		.clk_out(i2c_clk)
		);
	I2C server(
		.clk(i2c_clk),
		.reset(reset),
		.sw(sw),
		.out(out),
		.id(id),
		.scl(scl),
		.sda(sda)
		);
	always@(posedge i2c_clk) begin
		counter <= counter + 1;
		case(sw)
			0: begin
				leds[7:0] <= id[7:0];
				leds[15:8] <= 8'h00;
			end
			1: begin
				leds[15:0] <= out[15:0];
			end
			2: begin
				if (counter >= 2000000) begin
					leds <= leds + 1;
					counter <= 0;
				end
			end
			3: begin
				leds <= 16'hFFFF;
			end
		endcase
	end
endmodule
`timescale 1ns / 1ps
module clk_divider(
	input reset,
   input wire clk,
	output reg clk_out
	);
localparam DELAY_L = 1000;
localparam DELAY_H = 2000;
reg [15:0] count = 0;
always@(posedge clk) begin
	count <= count + 1;
	if (count <= DELAY_L) begin
		clk_out <= 0;
	end
	else if (count <= DELAY_H) begin
		clk_out <= 1;
	end
	else begin
		count <= 0;
	end
end
endmodule
$ cat /design/flow/run.sh
#!/bin/bash
# OpenROAD 26Q1-2900-gdf79404cd8, Yosys 0.63+post, stock flow scripts
make -C /OpenROAD-flow-scripts/flow DESIGN_CONFIG=/design/flow/config.mk WORK_HOME=/design/flow/orfs finish
==> impl_metrics.toml <==
# flow metrics
[die]
die_w_um = 121
chipHeight_um = 121
ios = 22
initial_core_util_pct = 51.1
rows = 43

[yosys]
xor_area_share_pct = 8.06
yosysTopAreaCell = "dfxtp_1"
ys_ff = 134
synth_warnings = 4
flop_cell = "dfxtp_1"
synthArstFlopShare_pct = 0
edf_count = 17
synth.logic.top_family = "simple AND/OR/NAND/NOR gates"
syn-instance-count = 827
synth-adder-area-share_pct = 3.83
synth_cell_types = 63
ys_cells = 827
syn_area_per_cell_sq_um = 8.54
synth_area_sq_um = 7060
yosys.area_share.aoi_pct = 12.6
yosys_area_sq_um = 7060
area_leaders = "dfxtp_1 (33%), edfxtp_1 (7.2%), nor2_1 (6.0%)"
synth_top_area_share_pct = 33.2
simple_gate_area_share_pct = 26.3
synth_seq_share_pct = 40.4
mux_area_share_pct = 4.68

[placed_design]
port_buffers = 20
dp_hpwl_mm = 10.2
gp_congestion = 0.856
placed_cell_area_sq_um = 7360
post-place-ws_ps = 1130
placed_cells_incl_taps = 1000

[status]
error_line = "[error] [KeplerFormal.cpp:679] Workflow failed: Iso has multiple drivers: .sda0, sda$_SDFF_PP1_.Q0"
lastStage = "clock tree synthesis (4_1_cts)"
run_status = "aborted with a tool error"

[cts]
cts.path.max_buffers = 2
h-tree-depth = 1
cts.repair_timing.setup_buffer_count = 0
cts_resized = 0
root_buffer = "clkbuf_16"
numCtsBuffers = 3
hold_buffers = 0

[sta]
unclocked_regs = 117
untimed_endpoints = 152
-- cell usage after synthesis (24+ instances only) --
| library cell | n |
|---|---|
| nand2_1 | 70 |
| nor2_1 | 113 |
| nand3_1 | 27 |
| nor3_1 | 31 |
| nand2b_1 | 29 |
| dfxtp_1 | 117 |
| a21oi_1 | 40 |
| inv_1 | 29 |
| xor2_1 | 37 |
| nand4_1 | 28 |
| mux2i_1 | 33 |
| xnor2_1 | 28 |
| clkbuf_1 | 24 |
-- metrics by stage --
stage / hold slack, ps / utilization, %
2_1_floorplan: 453 / -
3_3_place_gp: 474 / 53.2
3_5_place_dp: 489 / 53.2
-- cells by family after synthesis --
logic type,count (synthesis)
AOI/OAI and AO/OA,136
xor gates and xnor gates,65
adders and majority gates,21
buffers and inverters,65
DFF,134
muxes,33
other,1
and+or+nand+nor,372
